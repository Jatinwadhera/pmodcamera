### flow/design.v
`timescale 1ns / 1ps
module axi_interface(
    input  wire        aclk,
    input  wire        aresetn,
    input  wire [7:0]  i_r,
    input  wire [7:0]  i_g,
    input  wire [7:0]  i_b,
    input  wire        i_valid,
    input  wire        i_sof,
    input  wire        i_eol,
    output reg  [23:0] tdata,
    output reg         tvalid,
    input  wire        tready,
    output reg         tlast,
    output reg         tuser
);
    always @(posedge aclk) begin
        if (!aresetn) begin
            tvalid <= 1'b0;
            tlast  <= 1'b0;
            tuser  <= 1'b0;
        end else begin
            tdata  <= {i_r, i_g, i_b};
            tvalid <= i_valid;
            tlast  <= i_eol;
            tuser  <= i_sof;
        end
    end
endmodule
### flow/run.sh
#!/bin/bash
# OpenROAD 26Q1-2900-gdf79404cd8, Yosys 0.63+post, stock flow scripts
make -C /OpenROAD-flow-scripts/flow DESIGN_CONFIG=/design/flow/config.mk WORK_HOME=/design/flow/orfs finish
### flow/config.mk
export PLATFORM = sky130hd
export DESIGN_NAME = axi_interface
export DESIGN_NICKNAME = axi_interface
export VERILOG_FILES = /design/flow/design.v
export SDC_FILE = /design/flow/constraint.sdc
export NUM_CORES = 4
export LEC_CHECK = 1
export CORE_AREA = 10 10 100 100
export DIE_AREA = 0 0 110 110
### flow/constraint.sdc
current_design axi_interface

set clk_period 1.0
set clk_io_pct 0.2

create_clock -name clk0 -period $clk_period [get_ports {aclk}]

set non_clock_inputs [all_inputs -no_clocks]
set_input_delay [expr $clk_period * $clk_io_pct] -clock clk0 $non_clock_inputs
set_output_delay [expr $clk_period * $clk_io_pct] -clock clk0 [all_outputs]
==> impl_metrics.yaml <==
# yosys + openroad results
worst_hold_path:
  worstHoldStart: "i_b[2]"
  min_to: "tdata[2]$_DFFE_PP_"
  min_path_cells: 1
  holdCritPathClass: "in -> reg"
placement:
  place.port_buffers: 55
  place.gp.congestion: 0.663
  pre_cts_slack_ns: -0.217
  place_area_sq_mm: 0.00150
  detailed_place_hpwl_mm: 1.92
clock_network:
  clock_tree_from_tritoncts: "built"
  max-clock-path-buffers: 2
  hold_buf_count_cts: 0
  clk_pin_slew_worst_paths_ns: 0.09
  numCtsBuffers: 3
  total_number_of_h_tree_levels: 1
  clock-root-buffer: "clkbuf_8"
  cts_post_setup_buffers_inserted: 0
  clock-sinks: 27
detailed_routing:
  dr.pass1.iters: 2
  viasPerCell: 2.58
  antenna-diode-count: 0
  drt-initial-drc-count: 42
  route.antenna.remaining_nets: 0
  drt_drc_violations_left: 0
  wire_per_inst_um: 12.1
  route.vias.total: 496
  routed_wl_mm: 2.32
timing:
  fmaxAchievable_mhz: 1000
  hold_viol: 0
  finalCriticalPeriod_ns: 0.999
  max_slew_margin: 0.904
  final-max-slew-violation-count: 0
  layout_worst_path_cycle_share: 0.999
  finalWorstSetupSlack_ns: 0.00109
  final_setup_vio_count: 0
  grt_setup_unrepaired: "true"
  transition_time_at_the_pin_with_the_least_slew_margin_ns: 0.144
worst_setup_path:
  crit_path_dat_ns: 0.80
  start_kind: "flip-flop"
  slowest_delay_ns: 0.40
  critical_path_buf_inv_count: 1
  crit_fanout: 1
  critPathCaptureType: "output port"
  worst-setup-path-type: "reg -> out"
  cell_with_the_biggest_individual_delay_on_the_critical_path: "edfxtp_1"
  critical_path_s_top_delay_family: "flip-flops"
  cp.required_ns: 0.80
  crit_path_cell_trace: "buf_2"
  crit_path_start: "tdata[22]$_DFFE_PP_"
synthesis:
  netlist-cell-type-count: 3
  topCellsByArea: "edfxtp_1 90%, dfxtp_1 7.5%, and2_1 2.3%"
  synthesis.area_sq_um: 800
  ys_seq_share: 0.977
  synth_flops: 27
  synth.top_cell.area_share: 0.901
  avgSynthCellArea_sq_um: 26.7
  mapped_cells: 30
  synth.largest_area_cell: "edfxtp_1"
  synth_warnings: 1
  yosys-stat-area_sq_um: 800
  ys_cells: 30
floorplan:
  core.rowCount: 32
  die_h_um: 110
  pin_count: 57
  floorplanUtilization: 0.102
  fp.dieArea_sq_mm: 0.0121
  die_w_um: 110
  core_area_sq_mm: 0.00781
cells_and_area:
  seq_area_sq_um: 783
  final_common_cell: "clkdlybuf4s50_1"
  area_growth_syn_to_layout_pct: 77.6
  post-route-cell-area_sq_mm: 0.00142
  drive_gt1_frac: 0.344
  combinational_gate_area_sq_um: 18.8
  filler_cell_count: 860
  finish.utilization: 0.182
  layout.cells.most_common_list: "28 x clkdlybuf4s50_1, 24 x buf_2, 24 x edfxtp_1"
flow_run:
  number_of_max_cap_violations: 0
  warning_count: 27
power:
  power_mw: 2.16
  max-vdd-ir-drop_v: 0.000457
  power_per_cell_area_mw_per_mm2: 1520
  static-leakage-power_nw: 0.518
global_routing:
  grt_pass1_wl_mm: 3.48
  grt_remaining_overflow: 0
  grt_antenna_before_repair: 0
  grt_pass1_vias: 582
  grt_max_degree: 28
  grtUsageTotal: 0.0373
status:
  run_status: "completed"
[cell type report]
type                            instances  area share
Tap cell                              102      0.0899
Multi-Input combinational cell          3      0.0132
Clock buffer                            4      0.0317
Sequential cell                        27       0.552
Timing Repair Buffer                   56       0.314
[registers in the layout, indices dropped and copies added, names as in the netlist]
signal / cells
tlast: 1
tuser: 1
tvalid: 1
tdata: 24
[how the worst max path moves through the flow]
stage	cells past startpoint	endpoint	slack, ns
6_report	1	tdata[22]	0.001
4_1_cts	1	tdata[22]	0.002
5_1_grt	1	tdata[22]	-0.04
[kinds of logic (layout without fill, tap and decap cells)]
group	count (synthesis)	in the layout	share of synthesized area
buffers and inverters	0	60	0
AND/OR/NAND/NOR	3	3	0.0235
flip-flops	27	27	0.977
[cells in the mapped netlist]
master,n
dfxtp_1,3
and2_1,3
edfxtp_1,24
[per-stage QoR]
| step | instances | TNS [ns] | hold slack [ns] |
|---|---|---|---|
| floorplan | 30 | 0 | 0.299 |
| global placement | 188 | -5.46 | 0.758 |
| detailed placement | 188 | -5.56 | 0.758 |
| CTS | 192 | 0 | 0.472 |
| global route | 192 | -0.136 | 0.462 |
| finish | 192 | 0 | 0.481 |
[timing repair]
item / CTS / global route
gates cloned: 0 / 0
resized: 86 / 3
setup endpoints to repair: 27 / 16
[layer usage]
metal,global-route usage,up-vias,wire (um)
met3,0.0141,0,165
met2,0.0639,20,1300
li1,-,234,-
met1,0.0453,242,854
met5,0,-,0
met4,0.00372,0,0
[report_power, final]
group,switching (mW),internal [mW]
logic,0.0587,0.158
clock network,0.323,0.285
registers,0.0184,1.32
Power figures rest on the tool's default switching activity, not on a simulated workload.
